==> /design/flow/run.sh <==
#!/bin/bash
# OpenROAD 26Q1-2900-gdf79404cd8, Yosys 0.63+post, stock flow scripts
make -C /OpenROAD-flow-scripts/flow DESIGN_CONFIG=/design/flow/config.mk WORK_HOME=/design/flow/orfs finish
==> /design/flow/config.mk <==
export PLATFORM = sky130hd
export DESIGN_NAME = ALU
export DESIGN_NICKNAME = ALU
export VERILOG_FILES = /design/flow/design.v
export SDC_FILE = /design/flow/constraint.sdc
export NUM_CORES = 4
export LEC_CHECK = 1
export CORE_UTILIZATION = 40
==> /design/flow/constraint.sdc <==
current_design ALU

set clk_period 14.5
set clk_io_pct 0.2

create_clock -name clk0 -period $clk_period

set non_clock_inputs [all_inputs -no_clocks]
set_input_delay [expr $clk_period * $clk_io_pct] -clock clk0 $non_clock_inputs
set_output_delay [expr $clk_period * $clk_io_pct] -clock clk0 [all_outputs]
==> /design/flow/design.v <==
module ALU #(parameter width = 32)(
	input [3:0] ALUop,  
	input [width-1:0] oprd1,
	input [width-1:0] oprd2,
	output reg [width-1:0] result,
	output reg negative,
	output reg zero,
	output reg carry_bit,
	output reg overflow
	);
	reg [width:0] temp_result;  
	always @(*) begin
		carry_bit = 1'b0;
		overflow = 1'b0;
		negative = 1'b0;
		zero = 1'b0;
		temp_result = 33'b0;
		result = 32'b0;
		case(ALUop)
			4'b0100: begin  
							temp_result = oprd1 + oprd2;
							result = temp_result[width-1:0];
							carry_bit = temp_result[width];
							if((~oprd1[width-1] && ~oprd2[width-1] && temp_result[width-1]) || (oprd1[width-1] && oprd2[width-1] && ~temp_result[width-1]))
								overflow = 1'b1;
							if(temp_result[width-1]) negative = 1'b1;
						end
			4'b0010: begin   
							temp_result = oprd1 - oprd2;
							result = temp_result[width-1:0];
							carry_bit = temp_result[width];
							if((~oprd1[width-1] && oprd2[width-1] && temp_result[width-1]) || (oprd1[width-1] && ~oprd2[width-1] && temp_result[width-1]) 
							|| (~oprd1[width-1] && oprd2[width-1] && ~temp_result[width-1]) || (oprd1[width-1] && ~oprd2[width-1] && ~temp_result[width-1]))
								overflow = 1'b1;
							if(temp_result[width-1]) negative = 1'b1;
						end
			4'b1010: begin  
							result = oprd1 - oprd2;   
							if (result[width - 1]) negative = 1'b1;  
						end
			4'b1000: begin  
							result = oprd1 & oprd2;  
							if (result[width - 1]) negative = 1'b1;
						end
			4'b1001: begin  
							result = oprd1 ^ oprd2;   
							if (result[width - 1]) negative = 1'b1;
						end
			4'b1110: begin   
							result = oprd1 & ~oprd2;
							if (result[width - 1]) negative = 1'b1;
						end
			4'b1100: begin  
							result = oprd1 | oprd2;
							if (result[width - 1]) negative = 1'b1;
						end
			4'b0001: begin  
							result = oprd1 ^ oprd2;  
							if (result[width - 1]) negative = 1'b1;
						end
			4'b1101: begin  
							result = oprd2;
							if (result[width - 1]) negative = 1'b1;
						end
			4'b1111: begin  
							result = ~oprd2;
							if (result[width - 1]) negative = 1'b1;
						end
			default: begin end
		endcase
		if (result == 1'b0)
		zero = 1'b1;
	end
endmodule
==> reports/metrics.cfg <==
[final_timing]
maxSlewViolCount = 0
max_freq_mhz = 91.7
period_needed_ns = 10.90
hold_viol = 0
rsz0062_at_grt = false
max-slew-margin-rel_pct = 46.3
tns_ns = 0
setup_ws_ns = 3.60
setup_viol = 0
tightest_slew_ns = 0.797
timing.final.crit_share_pct = 75.2
whs_ns = 6.97

[detailed_routing]
ant_nets = 0
diodes = 0
drt_wl_total_mm = 25.8
drc = 0
drt_iter0_markers = 865
via_per_inst = 6.25
first_pass_iters = 6
vias = 7829
wire_per_inst_microns = 20.6

[critical_path]
critPathTopFamily = simple AND/OR/NAND/NOR gates
startpoint = oprd2[0]
worst_path_max_delay_cell = nor4bb_1
crit_chain = clkdlybuf4s50_1 > ha_1 > inv_1 > fa_1 > nor2b_1 > o211ai_1 > a211oi_1 > or4b_1 > nor3_1 > nand2_1 > nor4_1 > nor4bb_1 > nand4bb_1 > nand4bb_1 > nor4_2 > clkdlybuf4s50_1
crit_fanout = 6
crit_type = primary input to primary output
cp.depth = 16
cpPeakStageDelay_ns = 0.59
worst-path-buf-inv = 3
end_kind = primary output
startpoint_type = primary input
crit_arrival_ns = 8.00
cp.required_ns = 11.60

[clocking]
cts_setup_buffers = 0
holdBufCountCts = 0
cts_resized = 0

[floorplanning]
ios = 104
rows = 46
initial_core_util_pct = 41.2
die-width_microns = 130
core_area_sq_mm = 0.0159
die_area_sq_mm = 0.0169
die_h_microns = 130

[placement]
dp_slack_ns = 3.71
gp_congestion = 1.01
dp_hpwl_mm = 19.4
port_buffers = 104
dp_cells = 1252

[synth]
yosysWarningCount = 1
ys_types = 98
yosys_cells = 991
postSynthAreaPerCell_sq_um = 6.63
yosysTopAreaCell = ha_1
syn_area_sq_mm = 0.00657
synth_cells = 991
synth_top_area_share_pct = 18.5
ys_chip_area_sq_mm = 0.00657
yosysSeqAreaShare_pct = 0
top_cells_by_area = ha_1 (18%), a21oi_1 (8.0%), inv_1 (5.5%)

[power_and_ir_drop]
cellLeakagePower_nw = 3.21
power.density_mw_per_mm2 = 40.1
ir_worst_vdd_v = 0.0000160
power_uw = 306

[worst_hold_path]
holdCritStartpoint = ALUop[1]
whs_endpoint = result[1]
min_delay_path_depth = 5
hold_class = primary input to primary output

[global_route]
gr-total-overflow = 0
first_global_vias = 7249
grt_use_total_pct = 31.0
grt_pass1_wl_mm = 40.3
grt_max_degree = 52
antenna_found_initial = 1

[job]
maxCapViolCount = 0
warning_count = 97

[finish]
flop_area_sq_um = 0
seq_cells = 0
area_delta_synth_final_pct = 15.9
drive_above_1_share_pct = 5.50
nClkBuffers = 0
logic_area_sq_mm = 0.00584
fin_cells = 1252
final.fill_count = 1661

[run_status]
status = completed

-- Yosys cell counts, types with 9 or more instances --
cell type  instances
a211oi_1          16
a222oi_1          20
inv_1             97
o21a_1             9
a21oi_1          105
xor2_1            23
clkbuf_1          34
a31oi_1           15
nor2_1            90
ha_1              97
xnor2_1           13
nand4_1           12
nand2_1           54
o21ai_0           72
nor3_1            33
buf_2             18
nand3_1           21
o211ai_1          16
o22ai_1           11
a21o_1            15
nor4_1            10
buf_4             13
o31ai_1           16
-- kinds of logic after synthesis --
kind of cell	after synthesis	synth area share, %
compound gates	387	41.0
mux	6	0.952
xor+xnor	36	4.80
simple gates	291	22.7
buf+inv	172	11.5
fa+ha+maj	99	19.1
-- per-stage QoR --
| stage | cell area [sq um] | util, % |
|---|---|---|
| 3_3_place_gp | 7610 | 47.7 |
| 6_report | 7610 | 47.7 |
| 4_1_cts | 7610 | 47.7 |
| 3_5_place_dp | 7610 | 47.7 |
| 5_1_grt | 7610 | 47.7 |
| 2_1_floorplan | 6570 | - |
-- layer usage --
| layer | up-vias | track usage (%) | routed length, microns |
|---|---|---|---|
| li1 | 3770 | - | - |
| met1 | 3557 | 42.9 | 11100 |
| met2 | 422 | 50.6 | 11600 |
| met3 | 78 | 3.55 | 2260 |
| met4 | 2 | 9.23 | 859 |
| met5 | - | 0 | 9 |
-- cell type report --
class | instances | area share [%]
inverter | 100 | 4.93
multi-input combinational | 819 | 76.7
tap | 216 | 3.55
timing repair buffer | 117 | 14.8
-- power breakdown --
group | switching, mW | leakage, nW | total [mW] | internal (mW)
clock | 0 | 0 | 0 | 0
combinational | 0.178 | 3.21 | 0.306 | 0.128
sequential | 0 | 0 | 0 | 0
total | 0.178 | 3.21 | 0.306 | 0.128
-- cell usage in the layout (no fill, tap or decap), drive strengths merged, types with 21 or more instances in the layout --
cell type | Yosys | layout
o21ai | 76 | 76
nand2 | 54 | 54
clkdlybuf4s50 | 0 | 102
xor2 | 23 | 23
inv | 99 | 99
nor3 | 34 | 34
nor2 | 91 | 91
a21oi | 105 | 105
nand3 | 21 | 21
ha | 97 | 97
-- how the worst max path moves through the flow --
stage	endpoint	slack (ns)
4_1_cts	zero	3.69
5_1_grt	zero	3.26
6_report	zero	3.60
No activity file was given, so power comes from the tool's default toggle rates.

`design/flow/design.v`:
```
module memory(
	input wire clk,
	input wire [31:0] addrIn,
	input wire [31:0] addrOut,
	input wire [31:0] dataIn,
	input wire wr, rd,
	output wire [31:0] dataOut) ;
	reg [7:0] mem [31:0];
	reg [31:0] out;
	reg [7:0] a,b,c,d;
	integer i;		
	assign dataOut = {a,b,c,d};
	initial begin
		for (i=0; i < 32; i = i + 1) 
			mem[i] = 8'b0;
	end
	always @(posedge clk) begin
		if (wr) begin
			mem[addrIn] <= dataIn[7:0];
			if (addrIn < 31) mem[addrIn + 1] <= dataIn[15:8];
			else mem[addrIn - 31 + 1] <= dataIn[15:8];
			if (addrIn + 1 < 31) mem[addrIn + 2] <= dataIn[23:16];
			else mem[addrIn - 31 + 2] <= dataIn[23:16]; 
			if (addrIn + 2 < 31) mem[addrIn + 3] <= dataIn[31:24];
			else mem[addrIn - 31 + 3] <= dataIn[31:24];
		end
		if (rd) begin
			d <= mem[addrOut];
			if (addrOut < 31) c <= mem[addrOut + 1];
			else c <= mem[addrOut - 31 + 1];
			if (addrOut + 1 < 31) b <= mem[addrOut + 2];
			else b <= mem[addrOut - 31 + 2];
			if (addrOut + 2 < 31) a <= mem[addrOut + 3];
			else a <= mem[addrOut - 31 + 3];
		end
	end
endmodule
module memory_testbench();
	reg clk, wr, rd;
	reg [31:0] addrIn, addrOut;
	reg [31:0] dataIn;
	wire[31:0] dataOut;	
	memory dut(clk, addrIn, addrOut, dataIn, wr, rd, dataOut);
	always begin
		clk = 1; #5; clk = 0; #5;
	end
	integer i;
	initial begin
																#10;
		addrIn <= 4; addrOut <= 4; dataIn <= 20;
		wr <= 1; rd <= 1;                        	#10;
																#10;
						dataIn <= 30;                 #10;
																#10;
  end
endmodule
```
`design/flow/run.sh`:
```
#!/bin/bash
# OpenROAD 26Q1-2900-gdf79404cd8, Yosys 0.63+post, stock flow scripts
make -C /OpenROAD-flow-scripts/flow DESIGN_CONFIG=/design/flow/config.mk WORK_HOME=/design/flow/orfs finish
```
`design/flow/config.mk`:
```
export PLATFORM = sky130hd
export DESIGN_NAME = memory
export DESIGN_NICKNAME = memory
export VERILOG_FILES = /design/flow/design.v
export SDC_FILE = /design/flow/constraint.sdc
export NUM_CORES = 4
export LEC_CHECK = 1
export CORE_UTILIZATION = 40
```
`design/flow/constraint.sdc`:
```
current_design memory

set clk_period 26.6
set clk_io_pct 0.2

create_clock -name clk0 -period $clk_period [get_ports {clk}]

set non_clock_inputs [all_inputs -no_clocks]
set_input_delay [expr $clk_period * $clk_io_pct] -clock clk0 $non_clock_inputs
set_output_delay [expr $clk_period * $clk_io_pct] -clock clk0 [all_outputs]
```
==> results_dict.tcl <==
# metrics dict for downstream scripts
set metrics [dict create \
    nFillCells 7642 \
    report.final.slew_viol_count 0 \
    weighted_congestion_at_the_end_of_routability_driven_global_placement 1.063 \
    syn_avg_cell_area_um2 9.638 \
    criticalPathCategory "in -> reg" \
    fp.coreArea_um2 80420 \
    cts.reportedPaths.clkPinSlew_ns 0.06 \
    finalNonFillerCells 4400 \
    finalSetupViolCount 0 \
    hold-worst-slack_ns 0.9552 \
    die-area_um2 82370 \
    peakVddDrop_mv 0.04202 \
    synth_warnings 1 \
    grt_setup_unrepaired "no" \
    worst_setup_path_end_kind "register" \
    drt_iter0_drc 3511 \
    crit-reg2reg-launch "mem[12][1]" \
    timing.final.crit_period_ns 12.04 \
    tritoncts_num_sinks 288 \
    synth_stat.cells 3371 \
    syn2layout_area_growth_pct 10.65 \
    synth_seq_share_pct 26.62 \
    cp_data_arrival_time_ns 12.38 \
    r2r_slack_ns 24.09 \
    max_slew_margin_pct 32.98 \
    dieWidth_um 287 \
    number_of_global_route_vias_before_repair 29032 \
    std_cell_rows 104 \
    grt_first_pass_wirelength_mm 207.3 \
    p_per_area_nw_per_um2 48.76 \
    antenna_left 0 \
    setup-tns-final_ns 0 \
    clockBufferDepth 3 \
    h-tree-depth 2 \
    post_cts_buffers 0 \
    ys_seq_elements 288 \
    route.detailed.vias_per_inst 6.870 \
    gr-usage-all-layers_pct 36.17 \
    postRouteWirelength_mm 144.1 \
    max-cap-violations 0 \
    postSynthCellCount 3371 \
    cts_root_buffer "clkbuf_16" \
    grt.overflow.total 0 \
    n_antenna_cell 0 \
    largest_net_degree_at_the_start_of_global_routing 70 \
    post_synth_num_cell_types 104 \
    fp.dieH_um 287 \
    clock.latency.late_pin_ns 0.61 \
    num_vias 30230 \
    leakagePower_uw 0.01215 \
    yosysChipArea_um2 32490 \
    worst_ep_required_time_ns 26.94 \
    layout.core_utilization_pct 44.71 \
    path_max_fanout 60 \
    timing.final.ws_setup_ns 14.56 \
    achievable-frequency_mhz 83.07 \
    fin_crit_sh_pct 45.25 \
    cts_tree "yes" \
    reg2reg_depth 5 \
    worst_reg2reg_path_endpoint "b[1]" \
    top_flip_flop_cell_by_instance_count_after_synthesis "edfxtp_1" \
    wl_per_cell_um 32.74 \
    antenna_found_initial 3 \
    run_status "complete, no violations" \
    dp.final_hpwl_mm 98.50 \
    mappedNetlistArea_um2 32490 \
    cts_made_buffers 38 \
    crit_path_end "a[3]" \
    final_layout_size_suffix_gt1_share_pct 29.64 \
    postSynth.asyncResetShare_pct 0 \
    cp-startpoint "addrOut[2]" \
    dp_slack_ns 14.13 \
    cts_resized 0 \
    drt-pass1-iter-count 10 \
    synth-edff-count 288 \
    ctsHoldBuffers 0 \
    drc_errors 0 \
    fp_util_pct 40.40 \
    kind_of_start_point_of_the_critical_path "input port" \
    buffers_on_ports 130 \
    final_hold_viol_count 0 \
    clk_skew_ns 0.03714 \
    num_io_pins 131 \
    min-delay-path-class "reg -> reg" \
    placedCellCount 4332 \
    log.warning_count 31 \
    timing_worst_slew_pin_value_ns 0.9773 \
]
## layout by cell type, fill, tap and decap left out, types with 12 or more instances in the layout
master and n:
o211ai_1 15, o21ai_0 132, buf_4 115, a211oi_1 13
inv_1 23, mux4_2 119, a32oi_1 46, o22ai_1 35
nand4_1 71, mux2i_1 243, clkbuf_16 38, nand2b_1 12
edfxtp_1 288, nor4_1 37, and3_1 40, mux2_1 39
a21oi_1 73, and2_1 13, clkdlybuf4s50_1 127, nor2_1 122
xnor2_1 39, a31oi_1 47, o311ai_0 17, nor3_1 60
or4_1 16, nand2_1 447, a311oi_1 12, o221ai_1 28
xor2_1 21, mux2_2 617, nand3_1 175, or3_1 13
ha_1 12
## power breakdown
part / total, µW / switching, µW / internal [µW]
Combinational: 576 / 339 / 237
Sequential: 633 / 77.9 / 555
Clock: 545 / 228 / 316
## cells in the mapped netlist, drive strengths merged, types with 7 or more instances
cell | n | area [µm²]
a2111oi | 8 | 70.07
xnor2 | 46 | 417.9
and3 | 40 | 250.2
a311oi | 12 | 105.1
nor3 | 68 | 400.4
nor2 | 135 | 569.3
mux2 | 657 | 7402
xor2 | 23 | 209.0
a32oi | 46 | 402.9
o221ai | 28 | 245.2
nor4 | 43 | 341.6
nand2 | 455 | 1728
a211oi | 13 | 97.59
nand3 | 179 | 923.4
o311ai | 18 | 157.6
ha | 13 | 162.7
nand3b | 11 | 82.58
o211ai | 15 | 112.6
nor2b | 9 | 56.30
o22ai | 35 | 219.0
mux2i | 245 | 2452
a21o | 7 | 53.80
clkbuf | 236 | 888.4
o21ai | 137 | 693.2
inv | 25 | 93.84
a21oi | 74 | 374.1
edfxtp | 288 | 8648
and2 | 14 | 87.59
and4 | 8 | 70.07
or3 | 13 | 81.33
o31ai | 8 | 65.06
a31oi | 48 | 315.3
o31a | 8 | 70.07
a222oi | 7 | 70.07
buf | 108 | 551.8
or4 | 17 | 131.4
nand2b | 13 | 88.83
nand4 | 75 | 520.5
mux4 | 119 | 2680
## worst min path at each step
| stage | start | to | slack [ns] | cells past startpoint |
|---|---|---|---|---|
| 4_1_cts | mem[28][7] | a[7] | 0.96 | 4 |
| 5_1_grt | mem[28][7] | a[7] | 1.01 | 4 |
| 6_report | mem[28][7] | a[7] | 0.96 | 4 |
## flip-flops by register name (all words and copies together) (netlist names)
signal,cells
c,8
b,8
a,8
mem,256
d,8
## cell families (layout without fill, tap and decap cells)
kind of cell             count (synthesis)  count (layout)  share of synthesized area (%)
buffers and inverters                  369             338                          4.721
XOR/XNOR                                69              69                          1.929
AND/OR/NAND/NOR                       1101            1101                          16.95
multiplexers                          1021            1021                          38.58
adder cells (fa/ha/maj)                 13              13                         0.5006
AND-OR/OR-AND                          510             510                          10.70
flip-flops                             288             288                          26.62
## critical path: stages
cell and delay, ns:
clkdlybuf4s50_1 0.83, ha_2 0.40, nand3_1 0.23, or3_1 0.43, a221o_1 0.30, a2111oi_0 0.43, nand4_1 0.21, nor4_4 0.61
xnor2_2 0.17, buf_4 0.53, inv_4 0.42, ha_1 0.39, or3_1 0.37, o21ai_0 0.15, a2bb2oi_1 0.10, o32a_1 0.20
xnor2_1 0.31, nand2b_1 0.31, a31oi_1 0.50, nor4_1 0.10
## stage by stage
step / power [µW] / instance area [µm²]
finish: 1753 / 35950
global route: 1798 / 35950
CTS: 1729 / 35950
detailed placement: 1187 / 34650
global placement: 1186 / 34650
floorplan: 949.9 / 32490
## layer usage
layer / track usage (%) / up-vias / share of wire (%)
li1: - / 12879 / -
met5: 9.826 / - / 0.78
met2: 47.81 / 2308 / 40
met1: 46.16 / 14620 / 36
met3: 24.43 / 405 / 18
met4: 13.54 / 18 / 4.8
## final cells by class
cell class | instances | area, µm² | share of cell area [%]
Clock buffer | 44 | 973.4 | 2.708
Clock inverter | 24 | 322.8 | 0.8979
Inverter | 25 | 96.34 | 0.2680
Multi-Input combinational cell | 2714 | 22410 | 62.34
Sequential cell | 288 | 8648 | 24.06
Tap cell | 1060 | 1326 | 3.689
Timing Repair Buffer | 245 | 2171 | 6.038
Power figures rest on the tool's default switching activity, not on a simulated workload.

==> config.mk <==
export PLATFORM = sky130hd
export DESIGN_NAME = registers
export DESIGN_NICKNAME = registers
export VERILOG_FILES = /design/flow/design.v
export SDC_FILE = /design/flow/constraint.sdc
export NUM_CORES = 4
export LEC_CHECK = 1
export CORE_UTILIZATION = 30
==> constraint.sdc <==
current_design registers

set clk_period 5.9
set clk_io_pct 0.2

create_clock -name clk0 -period $clk_period [get_ports {clk}]

set non_clock_inputs [all_inputs -no_clocks]
set_input_delay [expr $clk_period * $clk_io_pct] -clock clk0 $non_clock_inputs
set_output_delay [expr $clk_period * $clk_io_pct] -clock clk0 [all_outputs]
==> design.v <==
module registers(
	input wire clk,
	input wire [3:0] addrIn,
	input wire [3:0] addrOut1, addrOut2,
	input wire [31:0] dataIn,
	input wire wr, rd1, rd2,
	output wire [31:0] dataOut1, dataOut2) ;
	reg [31:0] ram [0:15];
	reg [31:0] out1, out2;
	integer i;		
	assign dataOut1 = out1;
	assign dataOut2 = out2;
	initial begin
		for (i=0; i < 16; i = i + 1) 
			ram[i] = 32'b0;
	end
	always @(posedge clk) begin
		if (wr)
			ram[addrIn] <= dataIn;
		if (rd1)
			out1 <= ram[addrOut1];
		if (rd2)
			out2 <= ram[addrOut2];
	end
endmodule
module registers_testbench();
	reg clk, wr, rd1, rd2;
	reg [3:0] addrIn, addrOut1, addrOut2;
	reg [31:0] dataIn;
	wire[31:0] dataOut1, dataOut2;	
	registers dut(clk, addrIn, addrOut1, addrOut2, dataIn, wr, rd1, rd2, dataOut1, dataOut2);
	always begin
		clk = 1; #5; clk = 0; #5;
	end
	integer i;
	initial begin
																					#10;
		addrIn <= 4; addrOut1 <= 4; addrOut2 <= 4; dataIn <= 20;
		wr <= 1; rd1 <= 1; rd2 <= 1;                        		#10;
																					#10;
						dataIn <= 30;                            		#10;
																					#10;
  end
endmodule
==> run.sh <==
#!/bin/bash
# OpenROAD 26Q1-2900-gdf79404cd8, Yosys 0.63+post, stock flow scripts
make -C /OpenROAD-flow-scripts/flow DESIGN_CONFIG=/design/flow/config.mk WORK_HOME=/design/flow/orfs finish
==> job_summary.md <==
## Implementation flow summary

| Metric | Value |
|---|---|
| Pwr/cell area | between 300 and 400 nW/um^2 |
| Final period utilization | 0.5077 |
| Slew Limit Fails | 0 |
| Most common logic cell in the routed design | edfxtp_1 |
| Overall Power | around 0.0089 W |
| Synth unique cells | 16 |
| Largest net degree at the start of global routing | approximately 93 |
| Number of port buffers | around 110 |
| Die H | between 200 and 300 um |
| CTS tree | done |
| Drt via density | 5.385 |
| Syn avg cell area | 21.76 um^2 |
| DP HPWL | approximately 33 mm |
| Worst EP required | 6.26 ns |
| Crit Path Class | primary input to register |
| Clock transition at the registers of the reported paths | around 0.060 ns |
| Vias in the first global route | between 10000 and 15000 |
| Fin. Hold Viols | 0 |
| Cell taking the most area after synthesis | edfxtp_1 |
| Peak VDD IR | approximately 0.26 mV |
| Row Count | between 100 and 150 |
| Largest driver fanout on the critical path | 54 |
| Top cells by area | edfxtp_1 (70%), mux4_2 (23%), a22oi_1 (3.9%) |
| Chip Width | just under 300 um |
| Max Freq | 333.9 MHz |
| GR Util All Layers | 0.1742 |
| Chip area in the Yosys report | about 25000 um^2 |
| Insertion Delay late pin | slightly above 0.6 ns |
| GP Congestion | just under 0.8 |
| Post-CTS setup buffer count | 0 |
| Core Area | ~80000 um^2 |
| Share of layout cells above drive strength 1 | 0.3094 |
| Filler instances | about 7400 |
| Worst-Margin Slew | 0.8253 ns |
| Flop and latch count out of synthesis | between 500 and 600 |
| Netlist Area Pre-Place | 24830 um^2 |
| Grt total ovfl | 0 |
| Leakage | roughly 9.0 nW |
| Synthesized netlist cell count | about 1100 |
| Ports | 112 |
| Setup repair after global routing missed its margin | false |
| DRC violations left | 0 |
| WL/cell | 28.07 um |
| Area Overhead vs Synth | 17.37% |
| DR vias | roughly 13000 |
| Initial DRT Pass Iterations | 5 |
| Relative slew slack | 0.4498 |
| Fin crit period | ~3 ns |
| Setup violations, final | 0 |
| Clock sink count | around 580 |
| Fin cells | approximately 2400 |
| Worst path bufs/invs | 2 |
| YS warnings | 1 |
| Area leader share | 0.6966 |
| CP max-delay cell | buf_4 |
| Clk buf depth | 3 |
| Hold WC Path Type | register to register |
| # Cells Yosys | about 1100 |
| Commonest cells after routing, fill and taps aside | edfxtp_1 (576), mux4_2 (256), a22oi_1 (128) |
| CP peak stage delay | slightly above 0.6 ns |
| Initial antenna violation count | 4 |
| Floorplan core density | 0.3029 |
| Sum Neg Setup Slack | 0 ns |
| Post-CTS sizing | 0 |
| WL final | around 67 mm |
| Worst-path cell chain | clkbuf_8 -> buf_4 -> mux4_2 -> a22oi_1 -> nand2_1 |
| Critical Path Start Type | primary input |
| Post-cts hold-fix buffer tally | 0 |
| Max Cap Viol | 0 |
| Status | completed |
| Die area | 83920 um^2 |
| WP data arrival | around 3.4 ns |
| Initial DRC count | approximately 650 |
| Post-Route Skew | roughly 0.018 ns |
| First-pass GRT wire length | between 90 and 100 mm |
| DRT antenna net count | 0 |
| CP Capture Type | register |
| Largest delay share family, worst path | buffers and inverters |
| Max H-tree Level | 2 |
| OpenROAD warnings | 25 |
| Clock root buffer | clkbuf_16 |
| CTS Buf Count | ~59 |
| Placed cells | about 2300 |
| Register share after synthesis | 0.6966 |
==> synth_stat cells <==
| master | n |
|---|---|
| buf_2 | 16 |
| nand2_1 | 65 |
| nand3b_1 | 2 |
| edfxtp_1 | 576 |
| and2_1 | 2 |
| mux4_2 | 256 |
| nand2b_1 | 2 |
| nor2b_1 | 4 |
| buf_1 | 13 |
| a22oi_1 | 128 |
| clkbuf_1 | 39 |
| nand3_1 | 1 |
| buf_4 | 18 |
| nor2_1 | 14 |
| or3b_2 | 1 |
| nor3_1 | 4 |
==> per-layer routing <==
metal	vias up	share of wire	GRT usage
met1	6374	0.31	0.1873
met2	1032	0.46	0.2511
met3	130	0.20	0.1611
li1	5268	-	-
met5	-	0.0042	0.03239
met4	12	0.023	0.03455
==> power breakdown <==
part	internal [W]	switching, W
combinational	0.000331	0.000364
sequential	0.00464	0.0000490
clock	0.00198	0.00153
==> kinds of logic after synthesis <==
| group | Yosys count | share of synthesized area |
|---|---|---|
| DFF | 576 | 0.6966 |
| muxes | 256 | 0.2322 |
| and+or+nand+nor | 95 | 0.01592 |
| buffers and inverters | 86 | 0.01653 |
| AOI/OAI and AO/OA | 128 | 0.03870 |
==> worst register-to-register path, stage by stage, from the launching register on <==
cell,delay (ns)
edfxtp_1,0.40
mux4_2,0.47
a22oi_1,0.30
nand2_1,0.10
==> flip-flops by register name, indices dropped and copies added, names as in the netlist <==
register and count:
ram 512, out1 32, out2 32
==> stage by stage <==
stage / utilization / hold WS [ns] / instance area (um^2) / worst slack (ns)
6_report: 0.3555 / 0.7716 / 29140 / 2.905
5_1_grt: 0.3555 / 0.8053 / 29140 / 2.732
4_1_cts: 0.3554 / 0.7730 / 29140 / 2.895
3_5_place_dp: 0.3334 / 0.7583 / 27330 / 2.234
3_3_place_gp: 0.3334 / 0.7578 / 27330 / 2.231
2_1_floorplan: - / 0.7309 / 24830 / 1.540
==> path summary, 6_finish.rpt <==
kind                    to  slack (ns)  depth (start not counted)         from
setup / recovery  out2[18]        2.90                          5  addrOut2[0]
setup reg to reg  out1[22]        4.38                          3   ram[2][22]
hold reg to reg   out1[19]        0.77                          3  ram[15][19]
hold / removal    out1[19]        0.77                          3  ram[15][19]
==> layout make-up <==
| type | count | area, um^2 | share of cell area |
|---|---|---|---|
| repair buffers | 148 | 1419 | 0.04869 |
| well taps | 1070 | 1339 | 0.04594 |
| flip-flops and latches | 576 | 17300 | 0.5935 |
| clock buffers | 72 | 1546 | 0.05307 |
| diodes | 1 | 2.502 | 0.00008587 |
| multi-input cells | 479 | 7279 | 0.2498 |
| clock inverters | 34 | 259.0 | 0.008888 |
Power figures rest on the tool's default switching activity, not on a simulated workload.
